==> /design/flow/design.v <==
module four_bit_adder (
    input wire [3:0] a,
    input wire [3:0] b,
    input wire cin,
    output wire [3:0] sum,
    output wire cout
);
    wire [2:0] carry;
full_adder fa0 (.a(a[0]), .b(b[0]), .cin(cin),  .sum(sum[0]), .cout(carry[0]));
full_adder fa1 (.a(a[1]), .b(b[1]), .cin(carry[0]),  .sum(sum[1]), .cout(carry[1]));
full_adder fa2 (.a(a[2]), .b(b[2]), .cin(carry[1]),  .sum(sum[2]), .cout(carry[2]));
full_adder fa3 (.a(a[3]), .b(b[3]), .cin(carry[2]),  .sum(sum[3]), .cout(cout));
endmodule
module full_adder (
    input wire a,
    input wire b,
    input wire cin,
    output wire sum,
    output wire cout
);
    assign sum = (a ^ b) ^ cin;
    assign cout = (a & b) | (cin & (a ^ b));
endmodule
module sixteen_bit_counter (
    input wire clk,
    input wire reset,
    output reg [15:0] count
);
    wire [3:0] sum0, sum1, sum2, sum3;
    wire carry0, carry1, carry2;
    four_bit_adder adder0 (
        .a(count[3:0]),
        .b(4'b0001),
        .cin(1'b0),
        .sum(sum0),
        .cout(carry0)
    );
    four_bit_adder adder1 (
        .a(count[7:4]),
        .b(4'b0000),
        .cin(carry0),
        .sum(sum1),
        .cout(carry1)
    );
    four_bit_adder adder2 (
        .a(count[11:8]),
        .b(4'b0000),
        .cin(carry1),
        .sum(sum2),
        .cout(carry2)
    );
    four_bit_adder adder3 (
        .a(count[15:12]),
        .b(4'b0000),
        .cin(carry2),
        .sum(sum3),
        .cout()
    );
    always @(posedge clk or posedge reset) begin
        if (reset) begin
            count <= 16'b0;
        end else begin
            count <= {sum3, sum2, sum1, sum0};
        end
    end
endmodule
==> /design/flow/run.sh <==
#!/bin/bash
# OpenROAD 26Q1-2900-gdf79404cd8, Yosys 0.63+post, stock flow scripts
make -C /OpenROAD-flow-scripts/flow DESIGN_CONFIG=/design/flow/config.mk WORK_HOME=/design/flow/orfs finish
==> /design/flow/config.mk <==
export PLATFORM = sky130hd
export DESIGN_NAME = sixteen_bit_counter
export DESIGN_NICKNAME = sixteen_bit_counter
export VERILOG_FILES = /design/flow/design.v
export SDC_FILE = /design/flow/constraint.sdc
export NUM_CORES = 4
export LEC_CHECK = 1
export CORE_AREA = 10 10 81 81
export DIE_AREA = 0 0 91 91
==> /design/flow/constraint.sdc <==
current_design sixteen_bit_counter

set clk_period 2.3
set clk_io_pct 0.2

create_clock -name clk0 -period $clk_period [get_ports {clk}]

set non_clock_inputs [all_inputs -no_clocks]
set_input_delay [expr $clk_period * $clk_io_pct] -clock clk0 $non_clock_inputs
set_output_delay [expr $clk_period * $clk_io_pct] -clock clk0 [all_outputs]
==> results.ini <==
[status]
run_status = finished, violations left
failed_checks = setup timing

[clock_network]
numCtsBuffers = 3
cts.sink_count = 16
clock_root_cell = sky130_fd_sc_hd__clkbuf_8
clk_latency_ns = 0.24
postCtsHoldBufs = 0
cts_tree = yes
cts_buffer_depth = 2
clk_pin_slew_worst_paths_ns = 0.06
h-tree-depth = 1

[logic_synthesis]
post_synth_instance_area_um2 = 712
postSynthCellCount = 49
synth.cellmix.compoundShare = 0
dominantRegCellSynth = sky130_fd_sc_hd__dfrtp_1
synth_flops = 16
muxShareOfSynthArea = 0
yosysWarnings = 1
post_synth_xor_area_fraction = 0.0123
simple_gate_share = 0
synth.lib_cells_used.distinct = 5
seq_area_frac_synth = 0.562
synth_async_sr_flop_share = 1.00
top_cell_types_by_occurrence_after_synthesis = 16 x sky130_fd_sc_hd__buf_4, 16 x sky130_fd_sc_hd__dfrtp_1, 14 x sky130_fd_sc_hd__ha_1
synth_stat.cells = 49
yosys.area.top_type_share = 0.562
enable_flop_cells = 0
fa_ha_maj_cells_area_fraction = 0.246
syn_area_per_cell_um2 = 14.5
cell_area_leaders = sky130_fd_sc_hd__dfrtp_1 56%, sky130_fd_sc_hd__ha_1 25%, sky130_fd_sc_hd__buf_4 17%
synth.yosys.chip_area_um2 = 712
largest_area_contributor_in_the_netlist = sky130_fd_sc_hd__dfrtp_1
post_synth_main_logic_family = adder cells

[global_routing]
groute.layer.met2.usage = 0.0459
gr-max-usage-layer = met2
gr-total-overflow = 0
gr-usage-met1 = 0.0266
initial_antenna_violation_count = 0
grt_first_pass_wirelength_um = 1840
grt_pass1_vias = 383
grt.met3_usage = 0.0282
maximum_number_of_pins_on_one_net_before_global_route_repair = 17
gr-usage-all-layers = 0.0286

[routing]
vias_per_cell = 2.80
wl_per_instance_um = 9.11
initial_drc_count = 1
detail_route.first_pass.iterations = 2
vias = 342
drt_wl_total_um = 1110
antennaDiodeCount = 0
final_antenna_net_count = 0
drc = 0

[final_timing]
grt_setup_unrepaired = yes
slew_viol_final = 0
fin_ws_ns = -0.523
hold_slack_ns = 0.506
setup_tns_ns = -1.34
tightest_slew_ns = 0.619
clock_skews_ns = 0.00473
fmax_mhz = 354
setup_viol = 4
worst_slew_slack_as_a_fraction_of_its_limit = 0.587
timing.final.hold_violations = 0
final_min_period_over_clock_period = 1.23
min_period_ns = 2.82

[critical_path]
worstSetupPathType = reg -> reg
r2r.worst_path.cells = 15
crit_path_top_delay_cell = sky130_fd_sc_hd__dfrtp_1
timing.reg2reg.setup_slack_ns = -0.52
worstPathMaxFanout = 2
timing.rr.end = count[15]
cp_slowest_stage_delay_ns = 0.38
most_frequent_cell_on_the_critical_path = sky130_fd_sc_hd__ha_4
crit_path_cell_trace = ha_2, ha_4, ha_4, ha_4, ha_4, ha_4, ha_4, ha_4, ha_4, ha_4, ha_4, ha_4, ha_4, ha_4, xor2_2
worstReg2RegStart = count[0]
startpoint_type_of_the_worst_setup_path = register
critPathArrivalTime_ns = 2.95
critical_path.endpoint_type = register
critical_path_required_ns = 2.42

[pwr]
peakVddDrop_uv = 232
power.leakage_uw = 0.000438
cellPowerDensity_mw_per_mm2 = 454
seq_power_share = 0.577
sw_frac = 0.182
combinationalPowerShare = 0.015
power_switching_uw = 89.0
clockPowerShare = 0.408
internal_power_uw = 399

[finish]
layout-area-overhead-vs-synth_pct = 51.0
largest_reg_flops = 16
fraction_of_layout_cells_with_a_size_suffix_above_1 = 0.364
largest_registers = count (16)
utilization = 0.223
top_register = count

[min_path]
hold_path_startpoint = count[15]
hold_class = reg -> reg
hold_path_end = count[15]
holdPathStages = 1

[die]
ios = 18
chip_area_mm2 = 0.00828
die_width_um = 91
num_rows = 25
floorplanUtilization = 0.148
chipHeight_um = 91
placeableCoreArea_mm2 = 0.00482

[run]
cap_violations = 0
warning_count = 28

[place]
globalplace.congestion = 0.621
dpl.hpwl_um = 948
buffer_ports.inserted = 17

critical path: cells and delay by family (launching register included):
family / cells / cell delay [ns]
adder cells (fa/ha/maj): 14 / 2.17
flip-flops: 1 / 0.38
XOR/XNOR: 1 / 0.13
stage by stage:
| step | cells | instance area, µm² | setup WS, ns | total power (µW) |
|---|---|---|---|---|
| floorplan | 49 | 877 | -0.496 | 291 |
| global placement | 118 | 1020 | -0.523 | 294 |
| detailed placement | 118 | 1020 | -0.554 | 294 |
| CTS | 121 | 1060 | -0.564 | 499 |
| global route | 122 | 1070 | -0.587 | 511 |
| finish | 122 | 1070 | -0.523 | 488 |
cell type report:
type                       instances  area, µm²
inverter                           2       7.51
multi-input combinational         15        357
clock buffer                       3       41.3
tap                               67       83.8
sequential                        16        400
fill                             509       3740
timing repair buffer              19        185
kinds of logic after synthesis:
| family | after synthesis |
|---|---|
| xor gates and xnor gates | 1 |
| DFF | 16 |
| adders and majority gates | 14 |
| buffers and inverters | 18 |
metal layers:
layer / vias to the layer above / part of all wire
li1: 158 / -
met1: 168 / 0.38
met2: 14 / 0.45
met3: 2 / 0.16
met4: 0 / 0.0072
met5: - / 0
worst max-delay path by stage:
stage / cells past startpoint / end / from
4_1_cts: 15 / count[15] / count[1]
5_1_grt: 15 / count[15] / count[0]
6_report: 15 / count[15] / count[0]
layout by cell type, fill, tap and decap left out:
master	n
sky130_fd_sc_hd__clkdlybuf4s50_1	17
sky130_fd_sc_hd__dfrtp_1	16
sky130_fd_sc_hd__ha_4	13
sky130_fd_sc_hd__clkbuf_8	3
sky130_fd_sc_hd__inv_1	2
sky130_fd_sc_hd__buf_4	2
sky130_fd_sc_hd__xor2_2	1
sky130_fd_sc_hd__ha_2	1
timing repair:
| action | 4_1_cts | 5_1_grt |
|---|---|---|
| endpoints found under the setup margin | 4 | 5 |
| endpoints found under the hold margin | 0 | 0 |
| gates resized | 0 | 1 |
| pin swaps | 4 | 4 |
| setup buffers | 0 | 1 |
power groups by stage:
stage | Combinational [µW] | Sequential (µW) | Clock (µW)
6_report | 7.14 | 282 | 199
5_1_grt | 8.55 | 281 | 221
4_1_cts | 7.70 | 282 | 210
Power figures rest on the tool's default switching activity, not on a simulated workload.
