===== flow/design.v =====
module four_bit_adder (
    input wire [3:0] a,
    input wire [3:0] b,
    input wire cin,
    output wire [3:0] sum,
    output wire cout
);
    wire [2:0] carry;
full_adder fa0 (.a(a[0]), .b(b[0]), .cin(cin),  .sum(sum[0]), .cout(carry[0]));
full_adder fa1 (.a(a[1]), .b(b[1]), .cin(carry[0]),  .sum(sum[1]), .cout(carry[1]));
full_adder fa2 (.a(a[2]), .b(b[2]), .cin(carry[1]),  .sum(sum[2]), .cout(carry[2]));
full_adder fa3 (.a(a[3]), .b(b[3]), .cin(carry[2]),  .sum(sum[3]), .cout(cout));
endmodule
module full_adder (
    input wire a,
    input wire b,
    input wire cin,
    output wire sum,
    output wire cout
);
    assign sum = (a ^ b) ^ cin;
    assign cout = (a & b) | (cin & (a ^ b));
endmodule
module parameterized_counter #(
    parameter WIDTH=4
) (
    input wire clk_i,
    input wire reset_i,
    input wire up_down_i,
    output reg [WIDTH-1:0] count_o
);
    localparam num_adders = WIDTH >>> 2;
    wire [WIDTH-1:0] sum;
    wire carries [0:num_adders-1];
    genvar i;
    generate
        for (i = 0; i < num_adders; i = i + 1) begin
            four_bit_adder adder (
                .a(count_o[4*i+3:4*i]),
                .b(i == 0 ? (up_down_i ? 4'b0001 : 4'b1111) : (up_down_i ? 4'b0000 : 4'b1111)),
                .cin(i == 0 ? 1'b0 : carries[i-1]), 
                .sum(sum[4*i + 3:4*i]),
                .cout(carries[i])
            );
        end
    endgenerate
    always @(posedge clk_i or posedge reset_i) begin
        if (reset_i) begin
            count_o <= {WIDTH{1'b0}};
        end else begin
            count_o <= sum;
        end
    end
endmodule

===== flow/run.sh =====
#!/bin/bash
# OpenROAD 26Q1-2900-gdf79404cd8, Yosys 0.63+post, stock flow scripts
make -C /OpenROAD-flow-scripts/flow DESIGN_CONFIG=/design/flow/config.mk WORK_HOME=/design/flow/orfs finish

===== flow/config.mk =====
export PLATFORM = sky130hd
export DESIGN_NAME = parameterized_counter
export DESIGN_NICKNAME = parameterized_counter
export VERILOG_FILES = /design/flow/design.v
export SDC_FILE = /design/flow/constraint.sdc
export NUM_CORES = 4
export LEC_CHECK = 1
export CORE_AREA = 10 10 70 70
export DIE_AREA = 0 0 80 80

===== flow/constraint.sdc =====
current_design parameterized_counter

set clk_period 1.8
set clk_io_pct 0.2

create_clock -name clk0 -period $clk_period [get_ports {clk_i}]

set non_clock_inputs [all_inputs -no_clocks]
set_input_delay [expr $clk_period * $clk_io_pct] -clock clk0 $non_clock_inputs
set_output_delay [expr $clk_period * $clk_io_pct] -clock clk0 [all_outputs]

==> run summary <==
The layout was made with Yosys and OpenROAD.

The flow ran to the end, and the final reports show no timing, DRC or antenna violations. The synthesis stat section lists a flop and latch total of 4. Listed in order, past its start point the critical path passes dlygate4sd2_1 -> inv_1 -> fa_1 -> inv_1 -> fa_1 -> xor3_1. The count of inserted antenna diode cells is 0. The power report puts the leakage power at 0.1471 nW. For this run, the number of standard cells in the final layout without fillers is a little under 70. The residual overflow from global routing is 0. The DRC violations left is 0. The area share of the largest cell type after synthesis is 0.4624. The headroom to the max-slew limit is 0.9001. In the post-route analysis, the smallest setup slack over all paths is 0.2515 ns. The flip-flop count of the largest register, all copies and words added is 4. The type of the worst min-delay path is in -> async. The number of pins with negative max-slew slack in the final report is 0. The synthesis stats list as the most numerous cell sky130_fd_sc_hd__inv_1.

The register name with the most flops is count_o. For reference, the top cells by count after synthesis are sky130_fd_sc_hd__inv_1, sky130_fd_sc_hd__buf_4, sky130_fd_sc_hd__dfrtp_1. Counting tap cells, the placed design contains a total of approximately 66 instances. CTS added clock buffers totalling 3. The share of the Yosys chip area taken by registers is 0.4624. After detailed routing, the number of vias per cell comes to 1.725.

The chip area is 0.006400 mm2. The share of flip-flops with an asynchronous set or reset after synthesis is 1.000. The number of clock sinks came to 4. The max-capacitance violation count is 0.

The top achievable clock speed is around 0.65 GHz. The standard-cell row count is 21. The share of the core area taken by cells at floorplan is 0.06337. The peak supply drop is between 400 and 500 uV.

The average wire per standard cell is 6.000 um. TritonCTS built the clock tree. According to the I/O placement log, the pin count is 7. Per the post-place timing report, worst setup slack is -0.2761 ns. The kind of end point of the critical path is a flip-flop. Setup repair after global routing left no endpoint under its margin. The clock passes through at most 2 buffers. After synthesis the cells add up to 216.5 um2. Detailed routing inserted a total of 119 vias.

The clock skew is roughly 0.0071 ns. The placeable core area is roughly 0.0034 mm2. The die is 80 um wide. Per the final layout report, the fraction of cells sized above drive strength 1 comes to 0.1739. The HPWL after detailed placement is ~350 um. The clock slew seen by the registers of the worst setup and hold paths is approximately 0.040 ns. The path type of the worst setup path is in -> reg. STA classifies the critical path startpoint as an input port. The most used flip-flop cell after synthesis is sky130_fd_sc_hd__dfrtp_1.

The number of input and output port buffers inserted is 6. The number of distinct library cell variants in the gate-level netlist after synthesis is 5. The number of setup buffers added after CTS is 0. The iteration tally of the first detailed-router pass is 2. In the final layout, the registers with the most flip-flops are count_o (4).

The initial antenna violation count is 0. In the global route stage, overall resource usage came out at 0.01465. The global placer's final weighted congestion is 0.6648. In the Yosys report the total cell count is 17. The final standard cell utilization of the core is 0.09744. The synthesis-to-layout area growth is 53.76%. For this run, the final setup violation count is recorded as 0. Buffers inserted to repair hold after CTS numbered 0. The library cell occupying the most area in the post-synthesis netlist is sky130_fd_sc_hd__dfrtp_1. The cell count after synthesis is 17.

Looking at the max-slew report, the worst-margin pin has a slew of around 0.15 ns. In the final report, the number of hold violations comes to 0. The slowest stage of the critical path belongs to the cell sky130_fd_sc_hd__fa_1. The worst reg2reg path depth is 4. The tool warning count for the run is 25. The number of flops mapped to enable cells by yosys is 0. STA puts the critical path data arrival time at 1.66 ns. The largest incremental delay on the critical path is 0.41 ns.

The tree is rooted in a sky130_fd_sc_hd__clkbuf_4. Final hold analysis gives a worst-case slack of 0.2947 ns. The power density over cell area is about 1300 mW/mm2. Looking at the clock tree report, the H-tree level count equals 1. The data required time reported for the critical path is 1.92 ns. After routing the design area is 332.8 um2.

The highest net fanout along the worst path is 2. The area of placed instances is 311.5 um2. The first routing iteration left 3 violations. The total chip power is 0.4195 mW. The skew report gives the latency at the later pin of the worst-skew pair as 0.24 ns.

The average footprint of a synthesized cell is about 13 um2. The die extent in y is 80 um. Adding up every negative setup slack in the final design gives 0 ns. The worst path needs around 1.5 ns of the cycle, external delays included. The wire length of the first global-routing pass is 676 um. The routed design has just over 400 um of wire.

Dividing the final minimum period by the clock period gives 0.8603. The pin count of the biggest net entering global routing is 5. The post-cts repair resize count is 1. The number of global-route vias before repair is 137. Counting the warning lines in the Yosys log gives 1.

The remaining antenna violation count is 0. By area the synthesized netlist is led by sky130_fd_sc_hd__dfrtp_1, sky130_fd_sc_hd__fa_1, sky130_fd_sc_hd__buf_4. The chip area estimate from yosys synthesis is 216.5 um2.
==> placed cells by master (no fill, tap or decap) <==
cell type	n
sky130_fd_sc_hd__buf_4	1
sky130_fd_sc_hd__clkbuf_4	3
sky130_fd_sc_hd__clkdlybuf4s50_1	5
sky130_fd_sc_hd__dfrtp_1	4
sky130_fd_sc_hd__dlygate4sd2_1	1
sky130_fd_sc_hd__fa_1	2
sky130_fd_sc_hd__inv_1	6
sky130_fd_sc_hd__xor3_1	1
==> worst max-delay path, delay by kind of cell <==
family | cells | cell delay (ns)
xor+xnor | 1 | 0.38
fa+ha+maj | 2 | 0.57
buf+inv | 3 | 0.36
==> worst paths after layout <==
kind                            start    endpoint  slack [ns]
setup / recovery            up_down_i  count_o[3]        0.25
hold / removal                reset_i  count_o[3]        0.29
setup reg to reg           count_o[1]  count_o[3]        0.28
hold reg to reg            count_o[0]  count_o[0]        0.48
max in group asynchronous     reset_i  count_o[0]        1.35
min in group clk0          count_o[0]  count_o[0]        0.48
==> metal layers <==
layer / track usage / vias up / share of wire
met2: 0.01525 / 8 / 0.31
li1: - / 56 / -
met1: 0.01883 / 53 / 0.52
met3: 0.01364 / 2 / 0.14
met5: 0 / - / 0
met4: 0.007042 / 0 / 0.034
==> cell families after synthesis <==
family / share of synthesized area
flops: 0.4624
xor+xnor: 0.1098
fa+ha+maj: 0.1850
buf+inv: 0.2428
==> where the power goes <==
part | total [mW] | switching [mW] | internal [mW]
clock network | 0.116 | 0.0415 | 0.0749
logic | 0.154 | 0.0423 | 0.111
registers | 0.150 | 0.0222 | 0.127
total | 0.420 | 0.106 | 0.314
==> final cells by class <==
class | instances | area [um2]
Tap cell | 46 | 57.56
Multi-Input combinational cell | 3 | 63.81
Timing Repair Buffer | 7 | 66.31
Fill cell | 409 | 3083
Clock buffer | 3 | 22.52
Sequential cell | 4 | 100.1
Inverter | 6 | 22.52
Power and IR drop assume default switching activity.
